==> flow/design.v <==
`timescale 1ns / 1ps
module Branch_Predictor(
input i_reset,                   
input i_saat,                    
input [31:0] i_buyruk_sayaci,    
input [31:0] i_buyruk,           
output o_buyruk_ongoru,          
input i_buyruk_atladi,  
output o_ongoru_yanlis
    );
    reg [1:0] gshare_table       [31:0];
    reg [1:0] gshare_table_next  [31:0];
    reg [4:0] branch_history_table, branch_history_table_next;  
    reg r_buyruk_ongoru, r_buyruk_ongoru_next   ;
    assign o_buyruk_ongoru = r_buyruk_ongoru    ; 
    reg r_ongoru_yanlis, r_ongoru_yanlis_next   ;
    assign o_ongoru_yanlis = r_ongoru_yanlis    ;
    reg [4:0] onceki_buyruk_erisim, onceki_buyruk_erisim_next;
    reg onceki_buyruk_dallanma, onceki_buyruk_dallanma_next;
    wire  yeni_dallanma_buyrugu; 
    assign yeni_dallanma_buyrugu = i_buyruk[6] && (!i_buyruk[2]);  
    wire [4:0] yeni_ongoru_adresi; 
    assign yeni_ongoru_adresi = branch_history_table_next[4:0] ^ i_buyruk_sayaci[6:2];
    reg [5:0] loop_counter; 
    always@* begin
        for(loop_counter=0 ; loop_counter < 32 ; loop_counter = loop_counter + 5'b1) begin   
            gshare_table_next[loop_counter] = gshare_table[loop_counter] ;                   
        end                                                                                  
        r_buyruk_ongoru_next = r_buyruk_ongoru  ;
        r_ongoru_yanlis_next = r_ongoru_yanlis  ;      
        branch_history_table_next = branch_history_table;
        onceki_buyruk_dallanma_next = onceki_buyruk_dallanma;
        onceki_buyruk_erisim_next = onceki_buyruk_erisim;
        if(onceki_buyruk_dallanma) begin                                                 
            branch_history_table_next = {branch_history_table[4:0], i_buyruk_atladi};    
            gshare_table_next[onceki_buyruk_erisim] = gshare_table_next[onceki_buyruk_erisim]  + 
                                                                i_buyruk_atladi ? ((2'b11 == gshare_table_next[onceki_buyruk_erisim]) ? 2'b0 : (2'b1)) 
                                                                : ((2'b00 == gshare_table_next[onceki_buyruk_erisim]) ? 2'b0 : (-2'b1)) ;
        end
        if(yeni_dallanma_buyrugu) begin
            r_buyruk_ongoru_next = gshare_table[yeni_ongoru_adresi][0];
            onceki_buyruk_erisim_next = yeni_ongoru_adresi; 
            onceki_buyruk_dallanma_next = 1'b1; 
        end
        else begin
            r_buyruk_ongoru_next = 1'b0;
            onceki_buyruk_dallanma_next = 1'b0;
            onceki_buyruk_erisim_next = 5'd0;
        end
    end
    always@(posedge i_saat) begin
        if(i_reset) begin
            for(loop_counter=0 ; loop_counter < 32 ; loop_counter = loop_counter + 5'b1) begin   
                gshare_table[loop_counter] <= 2'b00 ;
            end  
            r_buyruk_ongoru <= 1'b0;
            r_ongoru_yanlis <= 1'b0;      
            branch_history_table <= 5'b0;
            onceki_buyruk_dallanma <= 1'b0;
            onceki_buyruk_erisim <= 5'b0;
        end
        else begin
             for(loop_counter=0 ; loop_counter < 32 ; loop_counter = loop_counter + 5'b1) begin  
                gshare_table[loop_counter] <= gshare_table_next[loop_counter] ;  
            end
            r_buyruk_ongoru <= r_buyruk_ongoru_next;
            r_ongoru_yanlis <= r_ongoru_yanlis_next;      
            branch_history_table <= branch_history_table_next;
            onceki_buyruk_dallanma <= onceki_buyruk_dallanma_next;
            onceki_buyruk_erisim <= onceki_buyruk_erisim_next;
        end
    end 
endmodule
==> flow/run.sh <==
#!/bin/bash
# OpenROAD 26Q1-2900-gdf79404cd8, Yosys 0.63+post, stock flow scripts
make -C /OpenROAD-flow-scripts/flow DESIGN_CONFIG=/design/flow/config.mk WORK_HOME=/design/flow/orfs finish
==> flow/config.mk <==
export PLATFORM = sky130hd
export DESIGN_NAME = Branch_Predictor
export DESIGN_NICKNAME = Branch_Predictor
export VERILOG_FILES = /design/flow/design.v
export SDC_FILE = /design/flow/constraint.sdc
export NUM_CORES = 4
export LEC_CHECK = 1
export CORE_UTILIZATION = 30
==> flow/constraint.sdc <==
current_design Branch_Predictor

set clk_period 5.5
set clk_io_pct 0.2

create_clock -name clk0 -period $clk_period [get_ports {i_saat}]

set non_clock_inputs [all_inputs -no_clocks]
set_input_delay [expr $clk_period * $clk_io_pct] -clock clk0 $non_clock_inputs
set_output_delay [expr $clk_period * $clk_io_pct] -clock clk0 [all_outputs]
==> flow_metrics.env <==
# physical design summary
export IMPL_die_area_sq_um=16200
export IMPL_path_cells="nor2b_1, a22o_1, a221o_1, a21oi_1, a2bb2oi_4, ha_1, buf_4, nor3b_2, buf_4, o221a_1, a31oi_2, buf_4, o21ai_1"
export IMPL_critPathCaptureType="flip-flop"
export IMPL_syn_area_per_cell_sq_um=7.88
export IMPL_port_buffers=10
export IMPL_wl_microns=13900
export IMPL_switchingPower_w=0.000349
export IMPL_rsz0062_at_grt="false"
export IMPL_syn_to_final_growth_pct=10.8
export IMPL_slew_headroom=0.403
export IMPL_stdcell_area_sq_um=5200
export IMPL_vias=4451
export IMPL_synth_cell_types=63
export IMPL_flop_cell="dfxtp_1"
export IMPL_fill_cells=1539
export IMPL_tightestPinTransition_ns=0.892
export IMPL_cp_arrival_ns=4.51
export IMPL_clkLatencyLatePin_ns=0.34
export IMPL_clkPwrFrac=0.447
export IMPL_placeableCoreArea_sq_um=15300
export IMPL_combPwrFrac=0.117
export IMPL_ys_cells=596
export IMPL_critPathLaunchType="flip-flop"
export IMPL_worstSetupPathType="reg2reg"
export IMPL_warning_count=82
export IMPL_powerDensity_nw_per_um2=247
export IMPL_ys_warnings_count=3
export IMPL_whs_path_depth=2
export IMPL_antenna_found_initial=0
export IMPL_synthTopCellsByArea="dfxtp_1 32%, o21ai_1 6.3%, nor3b_1 5.6%"
export IMPL_wire_per_inst_microns=17.5
export IMPL_cts_tree="done"
export IMPL_die_x_microns=127
export IMPL_hold_viol_final=0
export IMPL_fin_crit_sh=0.772
export IMPL_swShare=0.271
export IMPL_tns_ns=0
export IMPL_hold_buffers=0
export IMPL_cp_depth=13
export IMPL_ir_drop_mv=0.122
export IMPL_cts_htree_levels=3
export IMPL_p_int_w=0.000936
export IMPL_hold_ws_ns=0.473
export IMPL_final_common_cell="dfxtp_1"
export IMPL_drt_antenna_violating_nets=0
export IMPL_crit_fanout=34
export IMPL_grt_pass1_wl_microns=22500
export IMPL_die_y_microns=127
export IMPL_dp_hpwl_microns=9160
export IMPL_cap_violations=0
export IMPL_fp_util=0.308
export IMPL_ys_seq_frac=0.324
export IMPL_ys_ff=76
export IMPL_timing_final_ws_setup_ns=1.25
export IMPL_fin_skew_ns=0.00704
export IMPL_cp_buffers_inverters=3
export IMPL_gp_congestion=0.888
export IMPL_cts_root_buffer_cell="clkbuf_16"
export IMPL_yosys_area_top_type_share=0.324
export IMPL_status="complete, no violations"
export IMPL_reg2reg_depth=13
export IMPL_cts_setup_buffers=0
export IMPL_top_area_cell="dfxtp_1"
export IMPL_max_clock_freq_mhz=235
export IMPL_placed_cell_area_sq_um=4910
export IMPL_cts_buffers=9
export IMPL_cp_common_cell="buf_4"
export IMPL_ys_area_sq_um=4690
export IMPL_finalCriticalPeriod_ns=4.25
export IMPL_drc=0
export IMPL_drtIter0Drc=433
export IMPL_slew_violations=0
export IMPL_grt_overflow=0
export IMPL_cp_slowest_stage_delay_ns=0.85
export IMPL_p_leak_nw=1.58
export IMPL_synth_cells=596
export IMPL_grt_pass1_vias=4135
export IMPL_clk_pin_slew_ns=0.06
export IMPL_preCtsSetupSlack_ns=1.34
export IMPL_setup_viol=0
export IMPL_cpLargestDelayFamily="AND-OR/OR-AND gates"
export IMPL_clock_sinks=76
export IMPL_n_antenna_cell=0
export IMPL_grt_max_degree=74
export IMPL_netlist_area_sq_um=4690
export IMPL_hp_class="reg2reg"
export IMPL_required_ns=5.77
export IMPL_cp_slowest_cell="dfxtp_1"
export IMPL_pin_count=69
export IMPL_firstDrtPassIters=5
export IMPL_seq_power_share=0.437
export IMPL_track_usage=0.177
export IMPL_layout_cells_most_common_list="76 x dfxtp_1, 59 x o21ai_1, 47 x nor2_1"
export IMPL_viasPerCell=5.57
export IMPL_async_flop_share=0
export IMPL_cts_repair_resize_count=0
export IMPL_cts_root_to_sink_buffers=2
export IMPL_drive_gt1_frac=0.0731
export IMPL_edf_count=0
export IMPL_rows=45
layer usage:
layer / global-route usage / vias up / routed length [microns]
li1: - / 2167 / -
met1: 0.272 / 2086 / 6680
met2: 0.259 / 173 / 5970
met3: 0.0311 / 25 / 917
met4: 0.0497 / 0 / 379
met5: 0 / - / 0
through the flow:
stage	power, W	instances	utilization
final	0.00128	799	0.341
after global routing	0.00132	799	0.341
after CTS	0.00129	799	0.341
after detailed placement	0.000721	783	0.322
after global placement	0.000720	783	0.322
after floorplan	0.000678	596	-
cell usage after synthesis (3+ instances only):
cell type,number
and3_1,10
nor2_1,47
nor2b_1,6
nor4_1,3
dfxtp_1,76
a31oi_1,5
o21ai_0,10
nand4_1,8
nor3b_1,35
o21ai_1,59
buf_2,17
a21oi_1,43
o31ai_1,32
nand2b_1,12
o211ai_1,3
nand2_1,42
clkbuf_1,22
nand3b_1,31
xor2_1,5
xnor2_1,4
buf_4,6
and2_1,4
mux2i_1,23
buf_6,6
a211oi_1,4
nand3_1,21
nor3_1,13
inv_1,6
tightest hold or removal path, stage by stage (launching register included):
cell and delay, ns:
dfxtp_1 0.31, nand2b_1 0.06, mux2i_1 0.06
registers in the layout, indices dropped and copies added (netlist names):
signal,cells
branch_history_table,5
gshare_table,64
onceki_buyruk_dallanma,1
onceki_buyruk_erisim,5
r_buyruk_ongoru,1
cell type report:
| class | count | area [sq um] | share of cell area |
|---|---|---|---|
| clock buffer | 13 | 270 | 0.0520 |
| clock inverter | 3 | 20.0 | 0.00385 |
| inverter | 7 | 26.3 | 0.00505 |
| multi-input combinational | 461 | 2870 | 0.551 |
| sequential | 76 | 1520 | 0.293 |
| tap | 211 | 264 | 0.0508 |
| timing repair buffer | 28 | 230 | 0.0443 |
logic make-up (layout without fill, tap and decap cells):
logic type	count (synthesis)	in the layout	share of synthesized area
other	1	1	0.000799
flip-flops	76	76	0.324
adder cells (fa/ha/maj)	1	1	0.00266
XOR/XNOR	9	9	0.0168
AND-OR/OR-AND	181	181	0.241
AND/OR/NAND/NOR	240	240	0.284
buffers and inverters	59	51	0.0661
multiplexers	29	29	0.0645
power by group through the flow:
stage	clock network, W	registers [W]	logic [W]
after global routing	0.000603	0.000561	0.000160
after CTS	0.000578	0.000561	0.000149
final	0.000574	0.000561	0.000150
path summary, 6_finish.rpt:
path	end	slack, ns	from
worst max-delay path	gshare_table[3][1]	1.25	onceki_buyruk_erisim[0]
worst min-delay path	gshare_table[24][1]	0.47	gshare_table[24][1]
worst max register to register	gshare_table[3][1]	1.25	onceki_buyruk_erisim[0]
worst min register to register	gshare_table[24][1]	0.47	gshare_table[24][1]
Power is estimated from default activity; no workload was simulated.
