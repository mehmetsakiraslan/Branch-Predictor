$ cat /design/flow/run.sh
#!/bin/bash
# OpenROAD 26Q1-2900-gdf79404cd8, Yosys 0.63+post, stock flow scripts
make -C /OpenROAD-flow-scripts/flow DESIGN_CONFIG=/design/flow/config.mk WORK_HOME=/design/flow/orfs finish
$ cat /design/flow/config.mk
export PLATFORM = sky130hd
export DESIGN_NAME = dallanmaOngorucu
export DESIGN_NICKNAME = dallanmaOngorucu
export VERILOG_FILES = /design/flow/design.v
export SDC_FILE = /design/flow/constraint.sdc
export NUM_CORES = 4
export LEC_CHECK = 1
export CORE_UTILIZATION = 50
$ cat /design/flow/constraint.sdc
current_design dallanmaOngorucu

set clk_period 55.3
set clk_io_pct 0.2

create_clock -name clk0 -period $clk_period [get_ports {clk_g}]

set non_clock_inputs [all_inputs -no_clocks]
set_input_delay [expr $clk_period * $clk_io_pct] -clock clk0 $non_clock_inputs
set_output_delay [expr $clk_period * $clk_io_pct] -clock clk0 [all_outputs]
$ cat /design/flow/design.v
`timescale 1ns / 1ps
module dallanmaOngorucu(
input rst_g,                   
input clk_g,                    
input [32'd32-1:0] i_buyruk_adresi,                                                                 
input [32'd32-1:0] i_buyruk,             
input is_jr,
input is_branch,
input is_jalr,
input is_j,
input is_jal,
input is_comp, 
output [32'd32-1:0] o_atlanan_adres,
output o_buyruk_ongoru,         
input guncelle_gecerli_g,
input [32'd32-1:0] i_eski_buyruk,     
input [32'd32-1:0] i_eski_buyruk_adresi,
input i_buyruk_atladi,  
input [32'd32-1:0] i_atlanan_adres, 
input i_ongoru_yanlis
    );
    reg [31:0] r_atlanan_adres, r_atlanan_adres_next;
    assign o_atlanan_adres = r_atlanan_adres;
    reg r_buyruk_ongoru, r_buyruk_ongoru_next;
    assign o_buyruk_ongoru = r_buyruk_ongoru;
    reg [33:0] btb       [31:0];
    reg [33:0] btb_next  [31:0];
    reg [31:0] ras       [3:0];
    reg [31:0] ras_next  [3:0];
    reg [7:0] bht, bht_next; 
    reg [2:0] bht_pointer, bht_pointer_next;
    wire yeni_dallanma_buyrugu;
    assign yeni_dallanma_buyrugu = is_branch;
    wire eski_dallanma_buyrugu;
    assign eski_dallanma_buyrugu = i_eski_buyruk[6:0] == 7'b1100011;
    wire [4:0] yeni_ongoru_adresi;
    assign yeni_ongoru_adresi = ((yeni_dallanma_buyrugu && guncelle_gecerli_g) ? ({bht[4:1], i_buyruk_atladi}) : (bht[4:0])) ^ i_buyruk_adresi[6:2];  
    wire [4:0] eski_ongoru_adresi;
    assign eski_ongoru_adresi = bht_next[(bht_pointer)+:4] ^ i_eski_buyruk_adresi;  
    wire eski_uncond_buyruk;
    assign eski_uncond_buyruk = (i_eski_buyruk[6:0] == 7'b1100111) || (is_comp &&  (i_eski_buyruk[15:12] == 4'b1001 ));   
    wire rd_link;
    assign rd_link = (!is_comp && ((i_buyruk[11:7] == 5'd1) || (i_buyruk[11:7] == 5'd5))) || (is_comp && !is_jal);  
    wire rs1_link; 
    assign rs1_link = (!is_comp && is_jalr && ((i_buyruk[19:15] == 5'd1) || (i_buyruk[19:15] == 5'd5))) 
                        || (is_comp && ((i_buyruk[11:7] == 5'd1) || (i_buyruk[11:7] == 5'd5))); 
    wire rd_esitdegil_rs1;
    assign rd_esitdegil_rs1 = (!is_comp && is_jalr && (i_buyruk[19:15] != i_buyruk[19:15]));
    wire ras_push;
    assign ras_push = ((is_jal) || (is_jalr)) && (rd_link); 
    wire ras_pop;
    assign ras_pop = (is_jalr || is_jr) && (rs1_link &&(!rd_link && (rd_link && rd_esitdegil_rs1)));  
    integer loop_counter; 
    always@* begin
        for(loop_counter=0; loop_counter<32; loop_counter=loop_counter+1) begin  
            btb_next[loop_counter] = btb[loop_counter] ;                  
        end
        for(loop_counter=0; loop_counter<4; loop_counter=loop_counter+1) begin   
            ras_next[loop_counter] = ras[loop_counter] ;                  
        end
        bht_next = bht;
        bht_pointer_next = bht_pointer;
        r_atlanan_adres_next = r_atlanan_adres;
        r_buyruk_ongoru_next = r_buyruk_ongoru; 
        if(is_branch) begin
            r_buyruk_ongoru_next = btb[yeni_ongoru_adresi][33];
            bht_next = {bht[6:0], btb[yeni_ongoru_adresi][33]};  
            bht_pointer_next = bht_pointer + 3'd1; 
            r_atlanan_adres_next = btb[yeni_ongoru_adresi][31:0];
        end
        if(eski_dallanma_buyrugu && guncelle_gecerli_g) begin
            bht_pointer_next = (bht_pointer != 3'd0) ?  ((is_branch) ? (bht_pointer) : (bht_pointer - 3'd1)) : (3'd0);
            btb_next[eski_ongoru_adresi][31:0] = i_eski_buyruk_adresi;
            if(i_ongoru_yanlis) begin
                case({i_buyruk_atladi, btb[eski_ongoru_adresi][33:32]})
                3'b111:  btb_next[eski_ongoru_adresi][33:32] = 2'b11;
                3'b110:  btb_next[eski_ongoru_adresi][33:32] = 2'b11;
                3'b101:  btb_next[eski_ongoru_adresi][33:32] = 2'b10;
                3'b100:  btb_next[eski_ongoru_adresi][33:32] = 2'b01;
                3'b011:  btb_next[eski_ongoru_adresi][33:32] = 2'b10;
                3'b010:  btb_next[eski_ongoru_adresi][33:32] = 2'b01;
                3'b001:  btb_next[eski_ongoru_adresi][33:32] = 2'b00;
                3'b000:  btb_next[eski_ongoru_adresi][33:32] = 2'b00;
                endcase
                btb_next[eski_ongoru_adresi][31:0] = i_atlanan_adres;    
                for(loop_counter=1 ;loop_counter<5; loop_counter=loop_counter+1) begin
                    bht_next[loop_counter] = bht[loop_counter+bht_pointer];  
                end
                bht_next[0] = i_buyruk_atladi;
                for(loop_counter=0 ;loop_counter<3; loop_counter=loop_counter+1) begin 
                    ras_next[loop_counter] = 32'd0; 
                end
            end
        end
        if (is_jr || is_jalr) begin
            r_atlanan_adres_next = btb[yeni_ongoru_adresi][31:0];
        end
        if (is_jal) begin  
            r_atlanan_adres_next = i_buyruk_adresi + {{13{i_buyruk[31]}}, i_buyruk[19:12], i_buyruk[20], i_buyruk[30:21]};
        end
        if (is_j) begin 
            r_atlanan_adres_next = i_buyruk_adresi + {{21{i_buyruk[11]}}, i_buyruk[4], i_buyruk[9:8], i_buyruk[10],i_buyruk[6], i_buyruk[7], i_buyruk[3:1], i_buyruk[5]};
        end
        if(eski_uncond_buyruk && i_ongoru_yanlis) begin
            btb_next[eski_ongoru_adresi][31:0] = i_atlanan_adres;  
        end
        if(ras_push) begin
            ras_next[3] = ras[2];
            ras_next[2] = ras[1];
            ras_next[1] = ras[0];
            ras_next[0] = i_buyruk_adresi;  
        end
        if(ras_pop) begin
            ras_next[3] = 32'd0;
            ras_next[2] = ras[3];
            ras_next[1] = ras[2];
            ras_next[0] = ras[1];
            r_atlanan_adres_next = ras[0]; 
        end
    end 
    always@(posedge clk_g) begin
        if(rst_g) begin
            for(loop_counter=0; loop_counter<32; loop_counter=loop_counter+1) begin  
                btb[loop_counter] <= 34'b11_00000000000000000000000000000000;                  
            end
            for(loop_counter=0; loop_counter<4; loop_counter=loop_counter+1) begin   
                ras[loop_counter] <= 32'd0;                  
            end
            bht <= 8'd0;
            bht_pointer <= 3'd0;
            r_atlanan_adres <= 32'd0 ;
            r_buyruk_ongoru <= 1'd0;
        end
        else begin
            for(loop_counter=0; loop_counter<32; loop_counter=loop_counter+1) begin  
                btb[loop_counter] <= btb_next[loop_counter] ;                  
            end
            for(loop_counter=0; loop_counter<4; loop_counter=loop_counter+1) begin   
                ras[loop_counter] <= ras_next[loop_counter] ;                  
            end
            bht <= bht_next;
            bht_pointer <= bht_pointer_next;
            r_atlanan_adres <= r_atlanan_adres_next;
            r_buyruk_ongoru <= r_buyruk_ongoru_next;
        end
    end
endmodule
==> flow_metrics.rpt <==
IMPLEMENTATION SUMMARY REPORT
----------------------------------------------------
[Setup path]
  Cell depth of the worst flop-to-flop path ........................ 18
  Reg-to-Reg End ........................ btb[22][16]
  Max FO, Critical Path ........................ 17
  RR Startpoint ........................ bht[3]
  Crit start category ........................ primary input
  Endpoint of the worst setup timing path ........................ btb[22][16]
  Worst Setup Path Type ........................ in -> reg
  Signal arrival time at the worst endpoint ........................ 18.43 ns
  CP Launch Point ........................ i_buyruk_adresi[4]
  Crit path capture type ........................ flip-flop
  Critical path required time ........................ 55.93 ns
  Slack of the worst reg-to-reg path ........................ 48.08 ns

[Global routing]
  First-pass GRT wire length ........................ 449 mm
  Maximum number of pins on one net before global-route repair ........................ 159
  Antenna violations before repair ........................ 22
  Total global-route track usage ........................ 0.594
  Vias in the first global route ........................ 58,157
  GRT Residual Overflow ........................ 0

[Logic synthesis]
  Cells taking the most area after synthesis ........................ dfxtp_1 41%, a22oi_1 8.0%, nor2_1 7.7%, nor3_1 7.5%, o22ai_1 4.7%
  Register bit total from synthesis ........................ 1,132
  Multiplexer area fraction after synthesis ........................ 0.0143
  Netlist area before placement ........................ 55,000 sq um
  Sequential cell area fraction in the yosys report ........................ 0.412
  Number of flops mapped to enable cells by yosys ........................ 0
  Dominant synthesized flop cell ........................ dfxtp_1
  Share of synthesized cell area in and, or, nand and nor gates ........................ 0.211
  Yosys Warn Count ........................ 5
  Cells in synth_stat.txt ........................ 6,904
  Area share of the leading cell type in the synthesized netlist ........................ 0.412
  Mean instance size in the synthesized netlist ........................ 7.97 sq um
  Post-synthesis chip area from yosys ........................ 55,000 sq um
  Adder-Cell Fraction of Synth Area ........................ 0.0161
  Netlist cell types ........................ 94
  Cell accounting for the most synthesized area ........................ dfxtp_1
  Share of synthesized registers carrying an async set or reset ........................ 0
  Area fraction in compound gates ........................ 0.281
  Xor-xnor portion of the synthesized cell area ........................ 0.00971
  Cells after Synth ........................ 6,904
  Combinational family with the most area after synthesis ........................ AND-OR/OR-AND gates

[STA]
  Total negative slack for setup checks ........................ 0 ns
  Count of endpoints failing setup in the final report ........................ 0
  Final Hold Violating Endpoints ........................ 0
  Share of the clock period used by the worst path after layout ........................ 0.322
  Upper clock frequency limit ........................ 56.2 MHz
  Slew at the pin closest to its max-slew limit ........................ 1.19 ns
  Worst relative slew slack ........................ 0.205
  Pins over their slew limit ........................ 0
  Clock Skews ........................ 0.0286 ns
  Setup repair after global routing missed its margin ........................ no
  Final period demand of the worst path ........................ 17.80 ns
  Smallest hold slack ........................ 0.450 ns

[Drt]
  Wire length per cell after detailed routing ........................ 39.0 um
  DRC ........................ 0
  Number of DRC markers in iteration 0 ........................ 9,675
  First-pass iteration count of the detailed router ........................ 7
  Total number of vias ........................ 64,304
  Per-cell via count in the routed design ........................ 7.68
  Tally of nets with antenna violations remaining after routing ........................ 1
  Total routed wirelength ........................ 327 mm

[Clocking]
  Master cell of the clock root buffer ........................ clkbuf_16
  Worst skew pair latency ........................ 0.78 ns
  Number of sinks on the clock net ........................ 1,132
  Clk buf depth ........................ 3
  Hold-fix buffers at CTS ........................ 0
  CTS tree ........................ yes
  Clk pin slew, worst setup/hold paths ........................ 0.06 ns
  Setup repair bufs after CTS ........................ 0
  Total number of H-tree levels ........................ 4
  Post-cts resize count ........................ 0
  Number of buffers inserted during clock tree synthesis ........................ 130

[Floorplanning]
  Starting density of the core ........................ 0.505
  Total die size ........................ 111,000 sq um
  Cell row count ........................ 121
  Area of the core region ........................ 109,000 sq um
  Number of top-level pins ........................ 204
  Horizontal die dimension ........................ 334 um
  Height of the chip ........................ 334 um

[Run status]
  Violated checks ........................ antenna violations
  Result of the run ........................ complete, but fails checks

[Place]
  Placed wire-length estimate after detailed placement ........................ 194 mm
  Placer's final routability congestion estimate ........................ 1.09
  Port Buffers ........................ 181

[Power]
  Power density cells ........................ 30.8 nW/um^2
  Largest voltage drop on the vdd net ........................ 0.0000301 V
  Leakage power total ........................ 21.6 nW

[Run]
  Count of max-cap constraint violations ........................ 0
  Number of logged tool warnings ........................ 65

[Worst hold path]
  Worst hold path class ........................ reg -> reg

[Final layout]
  Area Overhead vs Synth ........................ 15.1%
  Fraction of final layout cells sized beyond drive strength 1 ........................ 0.106

----------------------------------------------------
## metal layers
layer / up-vias / GRT usage / share of wire
li1: 25752 / - / -
met1: 30320 / 0.716 / 0.34
met2: 6102 / 0.731 / 0.37
met3: 2078 / 0.405 / 0.19
met4: 52 / 0.426 / 0.10
met5: - / 0.136 / 0.0061
## cell families after synthesis
kind of cell    Yosys count
simple gates           2613
buf+inv                 760
xor+xnor                 61
mux                      69
fa+ha+maj                70
compound gates         2199
flops                  1132
## cell usage after synthesis (66+ instances only)
cell      instances
nand2_1         365
a22o_1          143
nor3_1          824
a22oi_1         590
dfxtp_1        1132
nand3_1          94
nor2_1         1128
a211oi_1        208
a221oi_1        153
o21ai_0         110
a21oi_1         322
nand4_1          70
o22ai_1         414
clkbuf_1        591
ha_1             66
## power by group
group / switching (mW) / internal, mW
Sequential: 0.00301 / 0.819
Combinational: 0.159 / 0.0595
Clock: 0.379 / 0.529
Total: 0.541 / 1.41
## sequential cells by signal, indices dropped and copies added (netlist names)
signal / cells
btb: 1088
r_buyruk_ongoru: 1
r_atlanan_adres: 32
bht: 8
bht_pointer: 3
## worst min path at each step
| stage | startpoint | end | cells after the start | slack [ns] |
|---|---|---|---|---|
| CTS | r_atlanan_adres[4] | r_atlanan_adres[4] | 2 | 0.46 |
| global route | r_atlanan_adres[4] | r_atlanan_adres[4] | 2 | 0.48 |
| finish | r_atlanan_adres[4] | r_atlanan_adres[4] | 2 | 0.45 |
## final cells by class
type | instances | area [sq um]
Antenna cell | 31 | 77.6
Multi-Input combinational cell | 5012 | 30000
Inverter | 39 | 146
Fill cell | 9872 | 45700
Tap cell | 1414 | 1770
Clock buffer | 196 | 3920
Clock inverter | 37 | 478
Sequential cell | 1132 | 22700
Timing Repair Buffer | 515 | 4340
## per-stage QoR
| stage | utilization | instances | power, mW | instance area, sq um | setup WS (ns) |
|---|---|---|---|---|---|
| after floorplan | - | 6904 | 0.960 | 55000 | 40.42 |
| after global placement | 0.540 | 8112 | 1.05 | 58900 | 37.16 |
| after detailed placement | 0.540 | 8112 | 1.05 | 58900 | 37.16 |
| after CTS | 0.580 | 8345 | 1.93 | 63300 | 37.90 |
| after global routing | 0.581 | 8349 | 1.98 | 63300 | 37.47 |
| final | 0.581 | 8376 | 1.95 | 63300 | 37.50 |
## layout by cell type, fill, tap and decap left out, drive strengths merged, types with 70 or more instances in the layout
cell	instances
o21ai	116
nand3	94
clkdlybuf4s50	177
clkbuf	196
nand4	70
nand2	366
a21oi	323
dfxtp	1132
a221oi	153
o22ai	414
nor3	834
a22oi	594
nor2	1131
a211oi	210
a22o	143
buf	338
## worst max-delay path: stages
cell             delay, ns
clkdlybuf4s50_1       0.78
xor2_1                0.67
nand2_1               0.58
a211oi_4              0.34
buf_4                 0.51
a22oi_1               0.21
o2111ai_1             0.16
o31ai_2               0.14
a21boi_1              0.39
nor3_2                0.09
buf_4                 0.24
nor2_4                0.35
nand2_2               0.33
nor2_2                0.71
buf_4                 0.39
nand2_1               0.62
buf_4                 0.51
a22oi_1               0.22
nor3_1                0.07
Power is estimated from default activity; no workload was simulated.
